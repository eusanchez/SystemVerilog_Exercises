$ cat ./constraint.sdc
current_design swap_nibbles

set clk_period 4.0
set clk_io_pct 0.2

create_clock -name clk0 -period $clk_period

set non_clock_inputs [all_inputs -no_clocks]
set_input_delay [expr $clk_period * $clk_io_pct] -clock clk0 $non_clock_inputs
set_output_delay [expr $clk_period * $clk_io_pct] -clock clk0 [all_outputs]
$ cat ./config.mk
export PLATFORM = sky130hd
export DESIGN_NAME = swap_nibbles
export DESIGN_NICKNAME = swap_nibbles
export VERILOG_FILES = /design/flow/design.v
export SDC_FILE = /design/flow/constraint.sdc
export NUM_CORES = 4
export LEC_CHECK = 1
export CORE_AREA = 10 10 103 103
export DIE_AREA = 0 0 113 113
$ cat ./design.v
module swap_nibbles (
    input logic [31:0] data_in,
    input logic [3:0] position_one,
    input logic [3:0] position_two,
    output logic [31:0] data_out
);
    logic [31:0] temp;
    logic [3:0] nibble_one, nibble_two;
    always_comb begin
      	temp = data_in;
        nibble_one = data_in[(position_one*4) +: 4];  
        nibble_two = data_in[(position_two*4) +: 4];  
        temp[(position_one*4) +: 4] = nibble_two;
        temp[(position_two*4) +: 4] = nibble_one;
    end
    assign data_out = temp;
endmodule
$ cat ./run.sh
#!/bin/bash
# OpenROAD 26Q1-2900-gdf79404cd8, Yosys 0.63+post, stock flow scripts
make -C /OpenROAD-flow-scripts/flow DESIGN_CONFIG=/design/flow/config.mk WORK_HOME=/design/flow/orfs finish
==> results.ini <==
[timing]
tightest_slew_ns=0.4104
max_freq_ghz=0.2585
rsz0062_at_grt=no
hold_viol=0
period_needed_ns=3.869
period_used_pct=96.71
maxSlewViolCount=0
slew_headroom_pct=72.61
finalSetupViolations=0
whs_ns=2.605

[placement]
dpl_cell_area_sq_um=2865
portBuffers=72
gp_congestion=1.004
dp_hpwl_um=7154

[drt]
via_count=2419
viasPerCell=5.613
n_antenna_cell=0
route.antenna.remaining_nets=0
drtIter0Drc=261
drt_first_pass_iters=6
drc=0
wl_per_cell_um=19.81
routed_wl_um=8536

[logic_synthesis]
syn_avg_cell_area_sq_um=7.894
syn_inst=223
top_cells_by_area=a21oi_1, mux4_2, mux4_1, a22oi_1, nand3_1
yosysTopAreaCell=a21oi_1
ys_seq_share_pct=0
top_area_share_pct=10.52
synth_cell_types=55
yosysWarnings=1
ys_chip_area_sq_um=1760
ys_cells=223
syn-cell-area_sq_um=1760

[global_route]
grt_pass1_wl_um=12900
antenna_found_initial=0
grt_overflow_total=0
grt_max_degree=17
grt_usage_pct=12.49
grt_pass1_vias=2258

[worst_setup_path]
path_cells=clkdlybuf4s50_1, buf_4, and2b_2, a2bb2oi_2, nand3_1, a22oi_1, clkdlybuf4s50_1
cp_max_fo=8
worst_setup_path_start_kind=primary input
cpMostUsedCell=clkdlybuf4s50_1
startpoint=position_two[2]
crit_slowest_cell=clkdlybuf4s50_1
cp.arrival_ns=3.07
path_class=in2out
crit_path_end_kind=output port
slowest_delay_ns=0.53
cp.required_ns=3.20

[cells_and_area]
clockBufferCount=0
area_growth_pct=73.92
fin_area_sq_um=3062
drive_above_1_share_pct=29.14
regArea_sq_um=0
seq_cell_count=0

[min_path]
hold_class=in2out
worstHoldStart=data_in[21]
whs_path_depth=4

[floorplan]
fp-utilization_pct=21.21
rows=33
dieWidth_um=113
ioPinCount=72
coreArea_sq_um=8299
chip_area_sq_um=12770
die-height_um=113

[outcome]
outcome=finished, final reports clean

[pwr]
p_leak_nw=1.174
irDropWorstVdd_mv=0.05616
p_per_area_nw_per_um2=123.3

[job]
drv_cap=0
tool_warnings=33

-- cell usage in the layout, fill, tap and decap left out, types with 4 or more instances in the layout --
| master | count |
|---|---|
| nand4_1 | 8 |
| nand2_1 | 6 |
| nand3_1 | 21 |
| a22oi_1 | 14 |
| mux4_2 | 7 |
| buf_12 | 4 |
| inv_1 | 9 |
| mux4_1 | 5 |
| a311oi_1 | 4 |
| a31oi_1 | 16 |
| buf_4 | 39 |
| a2bb2oi_2 | 4 |
| o21ai_0 | 8 |
| clkdlybuf4s50_1 | 67 |
| a21oi_1 | 37 |
| nand2_2 | 4 |
| mux2i_1 | 8 |
-- logic make-up (layout without fill, tap and decap cells) --
logic type | count (synthesis) | in the layout | synth area share [%]
AND-OR/OR-AND | 96 | 96 | 35.96
AND/OR/NAND/NOR | 72 | 72 | 27.51
multiplexers | 24 | 24 | 24.17
buffers and inverters | 24 | 127 | 8.031
adder cells (fa/ha/maj) | 4 | 4 | 2.843
XOR/XNOR | 3 | 3 | 1.493
-- Yosys cell counts, drive strengths merged --
library cell and n:
and3 3, o21a 1, and2 1, a211oi 1, nand4 8, nand4bb 1
and2b 1, a211o 1, xnor2 2, and4bb 1, mux4 12, nand2b 3
or2 1, o211ai 1, nor2b 3, o211a 1, a21oi 37, a31oi 16
clkinv 1, nor2 2, mux2i 8, a22oi 16, nor4b 2, nand2 10
o21bai 1, o2111ai 2, o21ai 10, nand3 21, o2111a 1, nor4 3
nand3b 3, buf 10, clkbuf 3, a311oi 4, xor2 1, and3b 2
mux2 4, a2bb2oi 4, nor3b 3, nor3 2, or4 1, or4b 1
inv 10, ha 4
-- what timing repair did --
action / in CTS / in global routing
buffers inserted: 0 / 2
pin swaps: 3 / 7
gates cloned: 0 / 0
hold buffers: 0 / 0
setup endpoints to repair: 27 / 28
gates resized: 15 / 21
-- cell type report --
cell class	instances	area, sq um
fillers	812	5238
inverters	11	41.29
multi-input cells	199	1779
well taps	105	131.4
repair buffers	116	1110
-- metrics by stage --
| step | setup slack [ns] | utilization (%) | instances | setup TNS, ns | total power [mW] |
|---|---|---|---|---|---|
| finish | 0.1315 | 36.89 | 431 | 0 | 0.3776 |
| floorplan | 0.7434 | - | 223 | 0 | 0.1638 |
| global route | 0.03532 | 36.89 | 431 | 0 | 0.4059 |
| detailed placement | -0.1091 | 34.52 | 429 | -1.017 | 0.3525 |
| CTS | -0.003383 | 35.35 | 429 | -0.005613 | 0.3641 |
| global placement | -0.1421 | 34.52 | 429 | -1.391 | 0.3525 |
-- path summary, 6_finish.rpt --
| path | slack [ns] | endpoint |
|---|---|---|
| worst min-delay path | 2.61 | data_out[21] |
| worst max-delay path | 0.13 | data_out[25] |
-- critical path, delay by kind of cell --
kind	cells	cell delay, ns
buf+inv	3	1.22
compound gates	2	0.63
simple gates	2	0.42
-- power breakdown --
group | internal, mW | switching, mW | total, mW
Combinational | 0.208 | 0.170 | 0.378
Sequential | 0 | 0 | 0
Clock | 0 | 0 | 0
Total | 0.208 | 0.170 | 0.378
-- layer usage --
| metal | part of all wire, % | track usage [%] | up-vias | routed length (um) |
|---|---|---|---|---|
| met5 | 0 | 0 | - | 0 |
| met4 | 0.52 | 0.4230 | 0 | 44 |
| met3 | 9.3 | 3.419 | 4 | 797 |
| met2 | 47 | 20.62 | 147 | 4025 |
| met1 | 43 | 16.78 | 1132 | 3669 |
| li1 | - | - | 1136 | - |
Power is estimated from default activity; no workload was simulated.
