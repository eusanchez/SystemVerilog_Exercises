===== design.v =====
module model #(parameter
  DATA_WIDTH = 16
) (
  input clk,
  input resetn,
  input din,
  output logic [DATA_WIDTH-1:0] dout
);
always @(posedge clk) begin
  if(!resetn) begin
    dout <= '0;
  end else begin
    dout <= {dout, din};
  end
end
endmodule

===== run.sh =====
#!/bin/bash
# OpenROAD 26Q1-2900-gdf79404cd8, Yosys 0.63+post, stock flow scripts
make -C /OpenROAD-flow-scripts/flow DESIGN_CONFIG=/design/flow/config.mk WORK_HOME=/design/flow/orfs finish

===== config.mk =====
export PLATFORM = sky130hd
export DESIGN_NAME = model
export DESIGN_NICKNAME = model
export VERILOG_FILES = /design/flow/design.v
export SDC_FILE = /design/flow/constraint.sdc
export NUM_CORES = 4
export LEC_CHECK = 1
export CORE_AREA = 10 10 70 70
export DIE_AREA = 0 0 80 80

===== constraint.sdc =====
current_design model

set clk_period 1.0
set clk_io_pct 0.2

create_clock -name clk0 -period $clk_period [get_ports {clk}]

set non_clock_inputs [all_inputs -no_clocks]
set_input_delay [expr $clk_period * $clk_io_pct] -clock clk0 $non_clock_inputs
set_output_delay [expr $clk_period * $clk_io_pct] -clock clk0 [all_outputs]

==> impl_metrics.json <==
{
  "status": "complete, no violations",
  "cts-buffers-inserted": 3,
  "syn2layout_area_growth_pct": 51.3,
  "num_vias": 286,
  "antenna_left": 0,
  "fill_cells": 388,
  "worst_pin_slew_ns": 0.0857,
  "routed_wl_um": 948,
  "cts_sinks": 16,
  "ys_seq_share_pct": 71.7,
  "top_area_cell": "dfxtp_1",
  "syn_area_um2": 447,
  "fin_cells": 103,
  "regMostFlops": "dout",
  "post_drt_wl_per_cell_um": 9.20,
  "antenna_found_initial": 0,
  "cap_violations": 0,
  "hp-class": "reg -> reg",
  "ys_area_um2": 447,
  "grt_max_degree": 11,
  "grt_pass1_vias": 275,
  "via_per_inst": 2.78,
  "insertedDiodeCount": 0,
  "row_count": 21,
  "rsz0062_at_grt": "false",
  "ys_ff": 16,
  "netlist_top_cells_count": "dfxtp_1 (16), and2_2 (12), and2_1 (4)",
  "io_pins": 19,
  "path_delay_family": "flip-flops",
  "fin_worst_skew_ns": 0.00185,
  "total_power_w": 0.00108,
  "leakage_nw": 0.317,
  "crit_type": "reg -> out",
  "critical_path_buf_inv_count": 1,
  "fin_ws_ns": 0.0516,
  "clockRootBuffer": "clkbuf_4",
  "grt_pass1_wl_um": 1460,
  "layout_min_cycle_time_ns": 0.948,
  "hpwl_um": 740,
  "fp_util_pct": 13.1,
  "io_buffers": 18,
  "grt.total_usage_pct": 3.11,
  "fmax_mhz": 1050,
  "cp.arrival_ns": 0.75,
  "slew_viol_final": 0,
  "top_cell_area_share_pct": 71.7,
  "htree_num_levels": 1,
  "placed_cells": 98,
  "ys_types": 4,
  "core-area_um2": 3420,
  "finalCritPeriodShare_pct": 94.8,
  "drtIter0Drc": 6,
  "largest_reg_flops": 16,
  "synth-main-ff-cell": "dfxtp_1",
  "cts_tree": "built",
  "yosys-top-cells-area": "dfxtp_1 (72%), and2_2 (20%), and2_1 (5.6%)",
  "setup_viol": 0,
  "fin_util_pct": 19.8,
  "drc": 0,
  "dp_slack_ns": -0.0727,
  "cts_hold_buf": 0,
  "powerDensity_nw_per_um2": 1600,
  "postSynthCellCount": 33,
  "first_pass_iters": 2,
  "clkLatencyLatePin_ns": 0.27,
  "cp-start-kind": "flip-flop",
  "critPathMaxFanout": 1,
  "clkTransAtPathRegs_ns": 0.09,
  "vdd_drop_max_uv": 886,
  "top_cell": "dfxtp_1",
  "critPathCaptureType": "primary output",
  "maxSlewHeadroom_pct": 94.3,
  "ys_warn_count": 1,
  "warning_count": 25,
  "synthArstFlopShare_pct": 0,
  "chipArea_um2": 6400,
  "slowest_stage": "dfxtp_1",
  "syn_avg_cell_area_um2": 13.5,
  "gp_congestion": 0.626,
  "reg_top3": "dout x16",
  "edf_count": 0,
  "slowest_delay_ns": 0.31,
  "crit_required_ns": 0.80,
  "worstPathCellList": "clkdlybuf4s15_1",
  "overflow": 0,
  "die_width_um": 80,
  "yosys_cells": 33,
  "fp.dieH_um": 80,
  "clk_path_buf_depth": 2,
  "drive_gt1_share_pct": 86.0,
  "finalHoldViolCount": 0
}
## worst paths after layout
path / start / to / slack (ns) / cells past startpoint
min reg2reg: dout[9]$_SDFF_PN0_ / dout[10]$_SDFF_PN0_ / 0.46 / 1
max: dout[15]$_SDFF_PN0_ / dout[15] / 0.05 / 1
min: dout[9]$_SDFF_PN0_ / dout[10]$_SDFF_PN0_ / 0.46 / 1
max reg2reg: dout[12]$_SDFF_PN0_ / dout[13]$_SDFF_PN0_ / 0.28 / 2
## through the flow
stage                     instance area [µm²]  setup TNS [ns]  hold slack, ns
after floorplan                           447               0           0.336
after global placement                    688          -0.886           0.448
after detailed placement                  688          -0.898           0.448
after CTS                                 713               0           0.462
after global routing                      676               0           0.475
final                                     676               0           0.457
## kinds of logic after synthesis
logic type | count (synthesis) | share of synthesized area [%]
buf+inv | 1 | 2.52
flops | 16 | 71.7
simple gates | 16 | 25.8
## placed cells by master (no fill, tap or decap)
| cell | netlist | final |
|---|---|---|
| clkbuf_8 | 0 | 1 |
| clkbuf_4 | 0 | 3 |
| buf_4 | 0 | 3 |
| clkdlybuf4s15_1 | 0 | 1 |
| clkbuf_2 | 0 | 9 |
| buf_2 | 0 | 6 |
| dfxtp_2 | 0 | 15 |
| and2_1 | 4 | 4 |
| and2_2 | 12 | 12 |
| clkdlybuf4s50_1 | 0 | 2 |
| dfxtp_1 | 16 | 1 |
## cell type report
cell class / instances / area [µm²] / area share (%)
Tap cell: 46 / 57.6 / 8.52
Sequential cell: 16 / 339 / 50.2
Timing Repair Buffer: 21 / 128 / 18.9
Multi-Input combinational cell: 16 / 115 / 17.0
Clock buffer: 4 / 36.3 / 5.37
## worst register-to-register path, cell delays in order, from the launching register on
cell and delay [ns]:
dfxtp_2 0.32, buf_4 0.12, and2_2 0.17
## layer usage
metal	global-route usage (%)	wire length, µm
met5	0	0
met2	4.57	417
met1	3.47	393
met4	0	0
met3	2.84	138
## power breakdown
group | leakage (nW) | total, W | internal, W | switching (W)
logic | 0.159 | 0.0000300 | 0.0000203 | 0.00000973
clock network | 0.0210 | 0.000405 | 0.000221 | 0.000183
registers | 0.137 | 0.000646 | 0.000644 | 0.00000278
total | 0.317 | 0.00108 | 0.000885 | 0.000196
## repair_timing
item	CTS	global route
setup endpoints to repair	16	9
resized	57	9
buffers inserted	0	1
Power is estimated from default activity; no workload was simulated.
